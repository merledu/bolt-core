<file path="design/flow/config.mk">
export PLATFORM = sky130hd
export DESIGN_NAME = registers
export DESIGN_NICKNAME = registers
export VERILOG_FILES = /design/flow/design.v
export SDC_FILE = /design/flow/constraint.sdc
export NUM_CORES = 4
export LEC_CHECK = 1
export CORE_UTILIZATION = 40
</file>
<file path="design/flow/constraint.sdc">
current_design registers

set clk_period 19.7
set clk_io_pct 0.2

create_clock -name clk0 -period $clk_period [get_ports {clk}]

set non_clock_inputs [all_inputs -no_clocks]
set_input_delay [expr $clk_period * $clk_io_pct] -clock clk0 $non_clock_inputs
set_output_delay [expr $clk_period * $clk_io_pct] -clock clk0 [all_outputs]
</file>
<file path="design/flow/design.v">
module registers
    (
    input logic clk,
    input logic rst_enr,  
    input logic [4:0] rd_r1,  
    input logic [4:0] rd_r2,  
    input logic [4:0] wr_r,  
    input logic rwr_en,  
    input logic [31:0] wr_d,  
    output logic [31:0] rd_d1,  
    output logic [31:0] rd_d2  
    );
    logic [31:0] rx [0:31];  
    always_ff @(posedge clk) begin
        int i;
        rx[0]=32'd0;
        if (rst_enr == 1'b1)begin  
            for (i = 0;i < 32;i++) begin
                rx [i] <= 32'd0;
            end
        end
        if (rwr_en == 1'b1 && rst_enr == 1'b0 && wr_r != 5'd0)begin
            rx[wr_r] <= wr_d;
        end
    end
    assign rd_d1 = rx[rd_r1];
    assign rd_d2 = rx[rd_r2];
endmodule
</file>
<file path="design/flow/run.sh">
#!/bin/bash
# OpenROAD 26Q1-2900-gdf79404cd8, Yosys 0.63+post, stock flow scripts
make -C /OpenROAD-flow-scripts/flow DESIGN_CONFIG=/design/flow/config.mk WORK_HOME=/design/flow/orfs finish
</file>
==> ci_impl_report.md <==
### Yosys + OpenROAD results

| Metric | Value |
|---|---|
| Status | finished, final reports clean |
| Hold/Removal Path Class | in -> reg |
| WL per Instance | 29.83 µm |
| Worst path required time | 15.76 ns |
| YS chip area | 55790 µm² |
| Synth Area in XOR/XNOR | 0% |
| Fin Setup TNS | 0 ns |
| GRT Overall Usage | 29.35% |
| Crit path max-delay cell type | buf_4 |
| Comb pwr share | 11.8% |
| VDD IR max | 0.08375 mV |
| Kind of critical path | in -> out |
| Adder share | 0% |
| Largest registers | rx x1024 |
| Vias | 37627 |
| Sw Ratio | 25.74% |
| Area after DPL | 58320 µm² |
| Global-route wire length before repair | 275.8 mm |
| Final hold vios | 0 |
| Vias in the first global route | 38587 |
| Post-Route Utilization | 44.91% |
| Flop pwr share | 48.8% |
| Flop area | 30430 µm² |
| Core outline area | 138000 µm² |
| Post-CTS sizing | 0 |
| Final wirelength | 194.6 mm |
| Pins Over Slew Limit | 0 |
| HP Start | wr_d[13] |
| Hold Path Stages | 3 |
| IO Count | 114 |
| Most frequent logic cell in the layout | mux2i_1 |
| Synthesized cell area | 55790 µm² |
| Clk buf depth | 3 |
| Syn avg cell area | 12.12 µm² |
| Reg clk slew, reported paths | 0.06 ns |
| Clk pwr share | 39.4% |
| Post-Synth AOI/OAI Area | 7.033% |
| Share of layout cells above drive strength 1 | 8.428% |
| Setup Buffers After CTS | 0 |
| IO Port Bufs | 113 |
| Row cnt | 136 |
| Tcrit/Tclk final | 63.59% |
| Yosys stat cell total | 4604 |
| Clock tree sinks | 1024 |
| Initial DRC count | 2523 |
| Top logic family | multiplexers |
| Fin Hold WS | 4.124 ns |
| Root Buffer | clkbuf_16 |
| Mux share | 18.37% |
| CP top delay family | buffers and inverters |
| Post-synth regs | 1024 |
| CTS Hold Bufs | 0 |
| H-tree levels | 3 |
| Vias per cell | 5.769 |
| Chip area | 141000 µm² |
| Max Freq | 79.83 MHz |
| DRT antenna net count | 0 |
| Max reg flops | 1024 |
| Final routed DRC violation total | 0 |
| Hold path endpoint | rx[24][13] |
| Synth Seq Share | 54.54% |
| Most flops, register | rx |
| Final Wtd Congestion | 0.8771 |
| Largest net degree at the start of global routing | 92 |
| Worst-path fanout max | 68 |
| Fillers | 12055 |
| CP Capture Type | output pin |
| Lkg Pwr | 23.97 nW |
| Worst stage delay on the critical path | 0.75 ns |
| DP HPWL | 105.8 mm |
| Final min period | 12.53 ns |
| Ys Warns | 1 |
| Int Power | 3.902 mW |
| Cell count after synthesis | 4604 |
| Initial antenna violation count | 3 |
| Relative slew slack | 31.78% |
| Crit path DAT | 8.59 ns |
| Die Ht | 375.5 µm |
| Area grow syn2layout | 11.08% |
| PD cells | 84.78 nW/µm² |
| Die Wd | 375.5 µm |
| Remaining global-route overflow | 0 |
| Slew @ Worst Pin | 1.021 ns |
| Worst Path Buf+Inv | 6 |
| Top cells excl fill/tap | mux2i_1 (1024), and2_1 (992), edfxtp_1 (992) |
| TritonCTS buffer count | 113 |
| Startpoint types | input pin |
| CTS tree | built |
| FP Util | 40.43% |
| Count of tool warnings | 26 |
| Cell area after layout | 61970 µm² |
| Final WS setup | 7.174 ns |
| Psw | 1.352 mW |
| Dpl ws | 7.171 ns |
| Worst path cell trace | buf_8 > buf_4 > buf_4 > buf_4 > buf_4 > mux2i_1 > a22o_1 > nor3_1 > a31oi_1 > nand3_1 > clkdlybuf4s50_1 |
| Cell variety after synth | 31 |
| Max-cap viol count | 0 |
| RSZ-0062 raised after global routing | no |
| Endpoints failing setup | 0 |
| Crit path top cell by count | buf_4 |
| Drt pass-1 iters | 5 |
| And+or+nand+nor area frac | 15.79% |
| Logic area | 23300 µm² |
==> metrics by stage <==
step	total power, mW	cells
after floorplan	2.959	4635
after global placement	3.212	6304
after detailed placement	3.217	6304
after CTS	5.270	6514
after global routing	5.408	6516
final	5.254	6522
==> worst max path at each step <==
stage	startpoint	to	slack (ns)	cells after the start
after CTS	rd_r2[1]	rd_d2[10]	7.17	11
after global routing	rd_r2[1]	rd_d2[10]	7.00	11
final	rd_r2[1]	rd_d2[10]	7.17	11
==> cell usage after synthesis, drive strengths merged <==
| master | number | area [µm²] |
|---|---|---|
| nor3 | 64 | 320.3 |
| mux2i | 1024 | 10250 |
| a22o | 128 | 1121 |
| nand2 | 196 | 738.2 |
| or3b | 2 | 22.52 |
| clkbuf | 272 | 1126 |
| or3 | 2 | 12.51 |
| and2 | 994 | 6218 |
| nor2 | 35 | 216.5 |
| nand3b | 4 | 33.78 |
| buf | 173 | 1250 |
| a22oi | 192 | 1441 |
| nand3 | 194 | 975.9 |
| or2 | 33 | 206.5 |
| edfxtp | 992 | 29790 |
| a31oi | 64 | 400.4 |
| dfxtp | 32 | 640.6 |
| a21oi | 192 | 960.9 |
| conb | 1 | 3.750 |
| nand2b | 5 | 31.28 |
| nor2b | 5 | 31.28 |
==> power groups by stage <==
stage	Clock (mW)	Sequential [mW]	Combinational (mW)
4_1_cts	2.09	2.56	0.613
5_1_grt	2.17	2.58	0.657
6_report	2.07	2.56	0.620
==> kinds of logic (layout without fill, tap and decap cells) <==
| logic type | after synthesis | after routing |
|---|---|---|
| and+or+nand+nor | 1534 | 1534 |
| AOI/OAI and AO/OA | 576 | 576 |
| DFF | 1024 | 1024 |
| buffers and inverters | 445 | 461 |
| muxes | 1024 | 1024 |
| other | 1 | 40 |
==> per-layer routing <==
metal  part of all wire (%)  GRT usage (%)
met5                   0.22          2.744
met4                    3.5          8.610
met3                     16          20.18
met2                     44          41.32
met1                     37          37.04
==> cell type report <==
type                       instances  share of cell area (%)
antenna                            8                 0.03230
tap                             1863                   3.761
sequential                      1024                   49.10
multi-input combinational       3166                   37.60
clock buffer                     159                   5.166
clock inverter                    51                  0.6905
timing repair buffer             251                   3.646
Power is estimated from default activity; no workload was simulated.
