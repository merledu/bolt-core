### flow/run.sh
#!/bin/bash
# OpenROAD 26Q1-2900-gdf79404cd8, Yosys 0.63+post, stock flow scripts
make -C /OpenROAD-flow-scripts/flow DESIGN_CONFIG=/design/flow/config.mk WORK_HOME=/design/flow/orfs finish
### flow/constraint.sdc
current_design ram

set clk_period 8.9
set clk_io_pct 0.2

create_clock -name clk0 -period $clk_period [get_ports {clk}]

set non_clock_inputs [all_inputs -no_clocks]
set_input_delay [expr $clk_period * $clk_io_pct] -clock clk0 $non_clock_inputs
set_output_delay [expr $clk_period * $clk_io_pct] -clock clk0 [all_outputs]
### flow/design.v
module ram(
    input logic clk,
    input logic rst_enm,
    input logic rmem_rd,
    input logic rmem_wr,
    input logic [7:0] rop_a,
    input logic [31:0] rop_b,
    output logic [31:0] d_out
);
    logic [7:0] mem [0:31];
    always_ff @(posedge clk) begin
        int i;
        if (rst_enm == 1'b1)begin
            for (i = 0;i < 32;i++) begin
                mem [i] <= 8'd0;
            end
        end
        if (rmem_wr == 1'b1 && rst_enm == 1'b0)begin
            mem[rop_b] <= rop_a;
        end
        if (rst_enm == 1'b0)begin
            d_out <= mem[rop_b];
        end    
    end
endmodule
### flow/config.mk
export PLATFORM = sky130hd
export DESIGN_NAME = ram
export DESIGN_NICKNAME = ram
export VERILOG_FILES = /design/flow/design.v
export SDC_FILE = /design/flow/constraint.sdc
export NUM_CORES = 4
export LEC_CHECK = 1
export CORE_UTILIZATION = 30
==> qor.tcl <==
set qor(wirelength_microns) 28600
set qor(clk-insertion-delay-late_ps) 540
set qor(synthDominantCellAreaShare_pct) 63.6
set qor(cts.sinks) 264
set qor(grt_usage_pct) 14.5
set qor(inserted_clock_buffers) 28
set qor(globalRoute.totalOverflow) 0
set qor(critical_path_required_ps) 9150
set qor(layout_min_cycle_time_ps) 4290
set qor(async_flop_share_pct) 0
set qor(setup_viol_count_final) 0
set qor(via_count) 7110
set qor(reg_to_reg_startpoint) {mem[6][2]}
set qor(log.warning_count) 53
set qor(floorplan.die.width_microns) 206
set qor(clockBufferDepth) 3
set qor(post_synth_regs) 264
set qor(route.detailed.vias_per_inst) 4.73
set qor(worst_setup_path_start_kind) {primary input}
set qor(place_inst) 1454
set qor(report.final.hold_viol_count) 0
set qor(floorplanUtilization_pct) 30.5
set qor(synth_area_sq_um) 12500
set qor(p_leak_uw) 0.00511
set qor(htree_num_levels) 1
set qor(clock_tree.root_cell) {sky130_fd_sc_hd__clkbuf_16}
set qor(synth-seq-area-share_pct) 63.6
set qor(core-area_sq_um) 40900
set qor(cts_resized) 0
set qor(postSynthAreaPerCell_sq_um) 13.5
set qor(grt_start_max_net_pins) 39
set qor(rr_endpoint) {d_out[2]}
set qor(worst-r2r-setup-slack_ps) 7010
set qor(finalWeightedCongestion) 0.864
set qor(grt_antenna_before_repair) 1
set qor(ctsHoldBuffers) 0
set qor(logic_area_sq_um) 4120
set qor(worstHoldPathType) {flop to flop}
set qor(iteration_0_drc_markers) 351
set qor(worst-r2r-cell-count) 4
set qor(area_growth_synth_to_finish_pct) 13.3
set qor(yosys_area_sq_um) 12500
set qor(dp_hpwl_microns) 18200
set qor(worst_clock_skew_ps) 15.0
set qor(drv.max_cap_violation_count) 0
set qor(worst-endpoint-arrival_ps) 4540
set qor(grt_pass1_vias) 7072
set qor(rsz_0062_raised_after_global_routing) {false}
set qor(chip_area_sq_um) 42400
set qor(whs_path_depth) 4
set qor(clk_pin_slew_ps) 60
set qor(setup.worst_path.end_class) {flop}
set qor(synth_stat.cells) 924
set qor(ant_nets) 0
set qor(min_to) {d_out[6]}
set qor(worst_vdd_drop_mv) 0.115
set qor(fin_cells) 1504
set qor(row_count) 74
set qor(timing.final.crit_share_pct) 48.2
set qor(place.port_buffers) 23
set qor(synth.largest_area_cell) {sky130_fd_sc_hd__edfxtp_1}
set qor(worst-setup-path-type) {primary input to flop}
set qor(edf_count) 264
set qor(tritoncts) {built}
set qor(cp_max_fo) 34
set qor(final_common_cell) {sky130_fd_sc_hd__edfxtp_1}
set qor(ys_types) 33
set qor(topCellsByArea) {sky130_fd_sc_hd__edfxtp_1 64%, sky130_fd_sc_hd__and2_1 13%, sky130_fd_sc_hd__mux2i_1 10%}
set qor(p_per_area_nw_per_um2) 193
set qor(syn_warnings) 1
set qor(fp.dieH_microns) 206
set qor(drt_drc_violations_left) 0
set qor(seq_area_sq_um) 7930
set qor(route.detailed.wl_per_inst_microns) 19.0
set qor(total_power_uw) 2720
set qor(maxSlewHeadroom_pct) 42.4
set qor(detail_route.first_pass.iterations) 5
set qor(final_util_pct) 34.5
set qor(synth_cells) 924
set qor(max_slew.worst_pin.slew_ps) 862
set qor(setup-tns-final_ps) 0
set qor(grt_pass1_wl_microns) 43200
set qor(fillCellCount) 3951
set qor(most_frequently_placed_logic_cells_in_the_final_layout) {264 x sky130_fd_sc_hd__edfxtp_1, 256 x sky130_fd_sc_hd__and2_1, 128 x sky130_fd_sc_hd__mux2i_1}
set qor(final_layout_size_suffix_gt1_share_pct) 10.9
set qor(cts_post_setup_buffers_inserted) 0
set qor(timing_max_transition_violations_final) 0
set qor(fmax_mhz) 233
set qor(run_status) {finished, final reports clean}
set qor(io-pin-count) 76
set qor(synth-main-ff-cell) {sky130_fd_sc_hd__edfxtp_1}
set qor(hold_path_startpoint) {mem[12][6]}
metal layers:
layer	global-route usage, %	share of wire [%]	wire (microns)	vias up
li1	-	-	-	3384
met1	21.0	43	12400	3449
met2	21.5	45	13000	235
met3	6.02	9.3	2660	40
met4	2.60	2.0	568	2
met5	0	0.031	9	-
stage by stage:
stage	hold WS (ps)	setup WS [ps]	cell area [sq um]
3_5_place_dp	790	4030	13300
5_1_grt	863	4510	14100
6_report	807	4610	14100
4_1_cts	805	4590	14100
2_1_floorplan	651	5360	12500
3_3_place_gp	795	4060	13300
kinds of logic (layout without fill, tap and decap cells):
kind of cell | count (synthesis) | count (layout) | share of synthesized area, %
multiplexers | 128 | 128 | 10.3
buffers and inverters | 93 | 117 | 4.03
AND-OR/OR-AND | 92 | 92 | 4.34
other | 1 | 25 | 0.0301
AND/OR/NAND/NOR | 346 | 346 | 17.7
flip-flops | 264 | 264 | 63.6
registers in the layout, summed over array words and instances, names as in the netlist:
signal,cells
d_out,8
mem,256
worst max-delay path by stage:
stage | endpoint | depth (start not counted) | startpoint | slack [ps]
CTS | d_out[5] | 7 | rop_b[1] | 4590
global route | d_out[3] | 7 | rop_b[1] | 4510
finish | d_out[4] | 7 | rop_b[1] | 4610
critical path, stage by stage:
cell and delay [ps]:
sky130_fd_sc_hd__buf_6 340, sky130_fd_sc_hd__buf_4 580, sky130_fd_sc_hd__buf_4 620, sky130_fd_sc_hd__mux2i_1 260
sky130_fd_sc_hd__o22ai_1 150, sky130_fd_sc_hd__nor4_1 530, sky130_fd_sc_hd__nand2_1 210
cell usage after synthesis (all sizes together) (2+ instances only):
master	count
nand4	2
nand4b	5
edfxtp	264
nand3b	2
and2	256
o21ai	28
nand4bb	3
nor4	16
or2	4
or4bb	3
or3b	2
nand2	11
or4b	4
o22ai	64
nor3	4
mux2i	128
nor2	29
buf	59
clkbuf	33
power breakdown:
part / switching, uW / leakage, uW / internal (uW)
combinational: 129 / 0.00219 / 71.3
sequential: 16.1 / 0.00252 / 1440
clock: 450 / 0.000411 / 618
final cells by class:
cell class,count,share of cell area (%)
well taps,532,4.71
clock buffers,34,5.27
inverters,1,0.0266
multi-input cells,590,29.2
clock inverters,15,0.691
diodes,1,0.0177
flip-flops and latches,264,56.1
repair buffers,67,3.98
No activity file was given, so power comes from the tool's default toggle rates.
