**design/flow/run.sh**
```bash
#!/bin/bash
# OpenROAD 26Q1-2900-gdf79404cd8, Yosys 0.63+post, stock flow scripts
make -C /OpenROAD-flow-scripts/flow DESIGN_CONFIG=/design/flow/config.mk WORK_HOME=/design/flow/orfs finish
```
**design/flow/config.mk**
```make
export PLATFORM = sky130hd
export DESIGN_NAME = alu
export DESIGN_NICKNAME = alu
export VERILOG_FILES = /design/flow/design.v
export SDC_FILE = /design/flow/constraint.sdc
export NUM_CORES = 4
export LEC_CHECK = 1
export CORE_UTILIZATION = 30
```
**design/flow/constraint.sdc**
```tcl
current_design alu

set clk_period 17.5
set clk_io_pct 0.2

create_clock -name clk0 -period $clk_period [get_ports {clk}]

set non_clock_inputs [all_inputs -no_clocks]
set_input_delay [expr $clk_period * $clk_io_pct] -clock clk0 $non_clock_inputs
set_output_delay [expr $clk_period * $clk_io_pct] -clock clk0 [all_outputs]
```
**design/flow/design.v**
```verilog
module alu(
    input logic clk,
    input logic [31:0] aop_a,
    input logic [31:0] aop_b,
    input logic [31:0] aimm,
    input logic [5:0] alu_op,
    input logic [31:0] apc,
    output logic branch,
    output logic [31:0] result,
    output logic [7:0] mem
);
always_ff @(posedge clk) begin
    if (alu_op ==  6'd1)begin  
        result = aop_a + aimm;
    end
    if (alu_op ==  6'd8)begin  
        result = aop_a + aimm;
    end
    if (alu_op ==  6'd9)begin  
        result = aop_a << aimm;
    end
    if (alu_op ==  6'd10)begin  
        result = aop_a < aimm ? 1'b1 : 1'b0;
    end
    if ($unsigned(alu_op) == $unsigned(6'd11))begin  
        result = aop_a < aimm ? 1'b1 : 1'b0;
    end
    if (alu_op ==  6'd12)begin  
        result = aop_a ^ aimm;
    end
    if (alu_op ==  6'd13)begin  
        result = aop_a >> aimm;
    end
    if (alu_op ==  6'd14)begin  
        result = aop_a >> aimm;
    end
    if (alu_op ==  6'd15)begin  
        result = aop_a | aimm;
    end
    if (alu_op ==  6'd16)begin  
        result = aop_a & aimm;
    end
    if (alu_op ==  6'd22)begin  
        result = aop_a + aop_b;
    end
    if (alu_op ==  6'd23)begin  
        result = aop_a - aop_b;
    end
    if (alu_op ==  6'd24)begin  
        result = aop_a << aop_b;
    end
    if (alu_op ==  6'd25)begin  
        result = aop_a < aop_b ? 1'b1 : 1'b0;
    end
    if ($unsigned(alu_op) ==  $unsigned(6'd26))begin  
        result = aop_a < aop_b ? 1'b1 : 1'b0;
    end
    if (alu_op ==  6'd27)begin  
        result = aop_a ^ aop_b;
    end
    if (alu_op ==  6'd28)begin  
        result = aop_a >> aop_b;
    end
    if (alu_op ==  6'd29)begin  
        result = aop_a >> aop_b;
    end
    if (alu_op ==  6'd30)begin  
        result = aop_a | aop_b;
    end
    if (alu_op ==  6'd31)begin  
        result = aop_a & aop_b;
    end
    if (alu_op ==  6'd33)begin  
        if (aop_a == aop_b)begin
            branch = 1'b1;
        end 
    end
    if (alu_op ==  6'd34)begin  
        if (aop_a != aop_b)begin
            branch = 1'b1;
        end 
    end
    if (alu_op == 6'd35)begin  
        if (aop_a < aop_b)begin
            branch = 1'b1;
        end 
    end
    if (alu_op == 6'd36)begin  
        if (aop_a >= aop_b)begin
            branch = 1'b1;
        end     
    end
    if ($unsigned(alu_op) == $unsigned(6'd37))begin  
        if (aop_a < aop_b)begin
            branch = 1'b1;
        end 
    end
    if ($unsigned(alu_op) ==  $unsigned(6'd38))begin  
        if (aop_a >= aop_b)begin
            branch = 1'b1;
        end 
    end
    if (alu_op ==  6'd39)begin  
        result = apc + 32'd4;
    end
    if (alu_op ==  6'd40)begin  
        result = apc + 32'd4;
    end
end
endmodule
```
==> Changelog: implementation <==
## Flow update

* Dominant cell area share at 0.139
* PwrDens at around 44 nW/um^2
* Worst slew pin tran at around 1300 ps
* Top-count cell post-synth: a21oi_1
* # rows at around 87
* Synthesized area per cell at ~6.7 um^2
* CTS H-tree lvls at 2
* Die footprint at ~59,000 um^2
* CP max FO at 30
* Area leader, netlist: ha_1
* Largest net degree at the start of global routing at 39
* Placement-stage cell area at roughly 20,000 um^2
* Critical Path Sink Type: flop
* Yosys stat area at 17,400 um^2
* Die Ht at 243 um
* RD Place Congestion at between 1 and 1.5
* Tool warnings at approximately 150
* DRT Pass-1 Iters at 8
* Max cap viols at 0
* Clock latency (worst-skew pair) at approximately 320 ps
* # Cells Yosys at between 2,000 and 3,000
* Vias in the first global route at 21,400
* Total routed wirelength at between 100,000 and 150,000 um
* Starting DRC count in detailed routing at ~3,400
* Critical Path RT at ~18,000 ps
* Crit path DAT at around 8700 ps
* Initial Util at 0.306
* Share of post-route cells with drive strength above 1 at 0.0796
* DR DRC count at 0
* Max incr delay on CP at about 1100 ps
* Final hold viol count at 0
* CP startpoint kind: input port
* Initial antenna violation count at 8
* Top Ports at 176
* Setup violators final at 0
* CTS root buf: clkbuf_16
* CTS hold repair buffers at 0
* Final setup TNS at 0 ps
* Synth top area cells: ha_1, a21oi_1, edfxtp_1, o21ai_0, nor2_1
* GRT Total Usage at 0.418
* Clk_skew at 0 ps
* Number of buffers created by CTS at 5
* Yosys warning tally at 9
* P&R area growth vs syn at 16.2%
* Top_reg_cell synth: edfxtp_1
* Max-slew violation count at 0
* Maximum clock rate at ~120 MHz
* Vias per inst at roughly 6.8
* Asr flop ratio synth at 0
* Post-synth EDFFs at 32
* Status: completed
* Worst relative slew slack at 0.140
* Register area share after synthesis at 0.0564
* P_leak at ~0.008 uW
* Hold WC Path Type: flop to flop
* Clock sinks at 33
* Final worst-path cycle share at 0.492
* Global-route wire length before repair at 171,000 um
* Worst path bufs/invs at 2
* Cells after Synth at 2,590
* Core area at roughly 57,000 um^2
* Slowest cell on crit path: a2111oi_0
* Port bufs at between 150 and 200
* Total grt overflow at 0
* Post-cts sizing count at 0
* CTS tree: built
* Post-synth cell types at roughly 110
* DP Wirelength at 96,300 um
* Top Family by Delay on Critical Path: AND-OR/OR-AND gates
* Setup Fix Bufs, Post-CTS at 0
* #FFs+latches synth at 33
* Critical path cell sequence: clkdlybuf4s50_1 > and4bb_4 > buf_4 > nand3_4 > nand2_1 > o31ai_1 > o22ai_1 > nor2_1 > a2111oi_0 > o2111ai_1 > a32o_1
* Mapped Area at ~17,000 um^2
* Via Count at roughly 24,000
* Post-synth top cells: a21oi_1, nor2_1, nand2_1, ha_1, o21ai_0
* Crit path kind: input port to flop
* Clock Tree Buf Depth at 2
* Fin crit period at between 8000 and 9000 ps
* Clk pin slew, worst setup/hold paths at around 80 ps
* DR WL/cell at roughly 36 um
* Peak supply drop at between 0.03 and 0.04 mV
* Die X-Extent at ~240 um
* Post-route cell area at roughly 20,000 um^2
* Routed Antenna Nets at 0
* Unrepaired setup endpoints after global routing: false
## area by class of cell
class | instances | area (um^2)
inverter | 151 | 567
clock buffer | 6 | 129
sequential | 33 | 981
antenna | 4 | 10.0
clock inverter | 2 | 33.8
multi-input combinational | 2219 | 15100
timing repair buffer | 278 | 2500
fill | 6194 | 36600
tap | 756 | 946
## cells by family (layout without fill, tap and decap cells)
group | after synthesis | in the layout | synth area share
buf+inv | 345 | 437 | 0.0829
fa+ha+maj | 196 | 196 | 0.142
flops | 33 | 33 | 0.0564
simple gates | 815 | 815 | 0.232
other cells | 1 | 12 | 0.000215
xor+xnor | 60 | 60 | 0.0302
compound gates | 1075 | 1075 | 0.414
mux | 65 | 65 | 0.0415
## through the flow
| step | util | hold WS [ps] | total power (uW) | setup WS, ps | instances |
|---|---|---|---|---|---|
| 2_1_floorplan | - | 390 | 446 | 10790 | 2597 |
| 3_3_place_gp | 0.353 | 593 | 748 | 8760 | 3437 |
| 3_5_place_dp | 0.353 | 584 | 740 | 8910 | 3437 |
| 4_1_cts | 0.356 | 602 | 854 | 9190 | 3445 |
| 5_1_grt | 0.356 | 647 | 915 | 8890 | 3445 |
| 6_report | 0.356 | 618 | 893 | 8890 | 3449 |
## final timing paths
kind	from	slack [ps]	cells past startpoint	end
worst max-delay path	alu_op[3]	8890	11	result[28]
worst min-delay path	branch	620	1	branch
worst max register to register	branch	16770	1	branch
worst min register to register	branch	620	1	branch
## state kept, by name, summed over array words and instances, names as in the netlist
register  count
result       32
branch        1
## placed cells by master, fill, tap and decap left out, types with 28 or more instances in the layout
master,synthesis,routed
mux2i_1,43,43
nor2_1,209,204
a211oi_1,97,97
nor3_1,80,79
a31oi_1,39,39
buf_4,21,111
o31ai_1,29,29
a21oi_1,302,301
edfxtp_1,32,32
nand2b_1,43,43
inv_1,148,148
ha_1,193,193
a221oi_1,29,29
a21o_1,31,31
xnor2_1,46,46
o21ai_0,172,172
nand2_1,205,205
nor4_1,40,40
o211ai_1,50,50
a22oi_1,28,28
nand3_1,89,89
o22ai_1,29,29
clkdlybuf4s50_1,0,166
## power breakdown
| group | total, uW | switching [uW] | internal (uW) |
|---|---|---|---|
| Combinational | 663 | 438 | 224 |
| Clock | 113 | 45.6 | 67.1 |
| Sequential | 117 | 10.2 | 107 |
| Total | 893 | 494 | 399 |
## routing by layer
layer  track usage  share of wire  vias up
met2         0.567           0.39     1952
met1         0.536           0.38    11200
li1              -              -    10000
met3         0.196           0.15      392
met4         0.248          0.077        8
met5             0         0.0012        -
Power is estimated from default activity; no workload was simulated.
